==> flow/design.v <==
interface rvfi_itf(input clk, input rst);
    logic halt;
    logic commit;
    logic [63:0] order;
    logic [31:0] inst;
    logic trap;
    logic [4:0] rs1_addr;
    logic [4:0] rs2_addr;
    logic [31:0] rs1_rdata;
    logic [31:0] rs2_rdata;
    logic load_regfile;
    logic [4:0] rd_addr;
    logic [31:0] rd_wdata;
    logic [31:0] pc_rdata;
    logic [31:0] pc_wdata;
    logic [31:0] mem_addr;
    logic [3:0] mem_rmask;
    logic [3:0] mem_wmask;
    logic [31:0] mem_rdata;
    logic [31:0] mem_wdata;
    logic [15:0] errcode;
endinterface
package cache_mux_types;
typedef enum bit [1:0] {
    no_write          = 2'b00
    ,cpu_write_cache  = 2'b01
    ,mem_write_cache  = 2'b10
} dataarraymux_sel_t;
typedef enum bit {
    cache_read_mem = 1'b0
    ,cache_write_mem = 1'b1
} pmemaddressmux_sel_t;
typedef enum bit {
    curr_cpu_address = 1'b0
    ,prev_cpu_address = 1'b1
} paddressmux_sel_t;
endpackage : cache_mux_types
package pcmux;
typedef enum bit [2:0] {
    pc_plus4  = 3'b000
    ,adder_out  = 3'b001
    ,adder_mod2 = 3'b010
    ,btb_out    = 3'b011
    ,if_id_out_pc_plus4 = 3'b100
} pcmux_sel_t;
endpackage
package marmux;
typedef enum bit {
    pc_out   = 1'b0
    ,alu_out = 1'b1
} marmux_sel_t;
endpackage
package cmpmux;
typedef enum bit {
    rs2_out = 1'b0
    ,imm    = 1'b1
} cmpmux_sel_t;
endpackage
package alumux;
typedef enum bit {
    rs1_out = 1'b0
    ,pc_out = 1'b1
} alumux1_sel_t;
typedef enum bit {
    imm      = 1'b0
    ,rs2_out = 1'b1
} alumux2_sel_t;
endpackage
package regfilemux;
typedef enum bit [2:0] {
    alu_out   = 3'b000
    ,br_en    = 3'b001
    ,imm      = 3'b010
    ,load     = 3'b011
    ,pc_plus4 = 3'b100
} regfilemux_sel_t;
endpackage
package targetaddressmux;
typedef enum bit {
    pc       = 1'b0
    ,rs1_out = 1'b1
} targetaddressmux_sel_t;
endpackage
package idforwardamux;
typedef enum bit [2:0] {
    no_forward          = 3'b000  
    ,ex_br_en           = 3'b001  
    ,ex_imm             = 3'b010  
    ,mem_pc_plus4       = 3'b011  
    ,mem_alu_out        = 3'b100  
    ,mem_imm            = 3'b101  
} idforwardamux_sel_t;
endpackage
package idforwardbmux;
typedef enum bit [2:0] {
    no_forward          = 3'b000
    ,ex_br_en           = 3'b001
    ,ex_imm             = 3'b010
    ,mem_pc_plus4       = 3'b011
    ,mem_alu_out        = 3'b100
    ,mem_imm            = 3'b101
} idforwardbmux_sel_t;
endpackage
package exforwardamux;
typedef enum bit [2:0] {
    no_forward             = 3'b000 
    ,mem_alu_out           = 3'b001 
    ,mem_imm               = 3'b010 
    ,wb_regfile_MUX_out    = 3'b011
    ,mem_br_en             = 3'b100
} exforwardamux_sel_t;
endpackage 
package exforwardbmux;
typedef enum bit [2:0] {
    no_forward             = 3'b000 
    ,mem_alu_out           = 3'b001 
    ,mem_imm               = 3'b010 
    ,wb_regfile_MUX_out    = 3'b011
    ,mem_br_en             = 3'b100
} exforwardbmux_sel_t;
endpackage
package wbmemforwardmux;
typedef enum bit {
    no_forward          = 1'b0
    ,regfile_MUX_out    = 1'b1
} wbmemforwardmux_sel_t;
endpackage
package arbiteraddressmux;
typedef enum bit {
    d_cache          = 1'b0
    ,i_cache         = 1'b1
} arbiteraddressmux_sel_t;
endpackage
package tournamentmux;
typedef enum bit {
    local_pred           = 1'b0
    ,global_pred         = 1'b1
} tournamentmux_sel_t;
endpackage
module l2_data_array #(
    parameter s_offset = 5,
    parameter s_index = 3
)
(
    clk,
    read,
    write_en,
    rindex,
    windex,
    datain,
    dataout
);
localparam s_mask   = 2**s_offset;
localparam s_line   = 8*s_mask;
localparam num_sets = 2**s_index;
input clk;
input read;
input [s_mask-1:0] write_en;
input [s_index-1:0] rindex;
input [s_index-1:0] windex;
input [s_line-1:0] datain;
output logic [s_line-1:0] dataout;
logic [s_line-1:0] data [num_sets-1:0]  ;
logic [s_line-1:0] _dataout;
assign dataout = _dataout;
always_ff @(posedge clk)
begin
    if (read)
        for (int i = 0; i < s_mask; i++)
            _dataout[8*i +: 8] <= (write_en[i] & (rindex == windex)) ?
                                  datain[8*i +: 8] : data[rindex][8*i +: 8];
    for (int i = 0; i < s_mask; i++)
    begin
        data[windex][8*i +: 8] <= write_en[i] ? datain[8*i +: 8] :
                                                data[windex][8*i +: 8];
    end
end
endmodule : l2_data_array
==> flow/run.sh <==
#!/bin/bash
# OpenROAD 26Q1-2900-gdf79404cd8, Yosys 0.63+post, stock flow scripts
make -C /OpenROAD-flow-scripts/flow DESIGN_CONFIG=/design/flow/config.mk WORK_HOME=/design/flow/orfs finish
==> flow/config.mk <==
export PLATFORM = sky130hd
export DESIGN_NAME = l2_data_array
export DESIGN_NICKNAME = l2_data_array
export VERILOG_FILES = /design/flow/design.v
export SDC_FILE = /design/flow/constraint.sdc
export NUM_CORES = 4
export LEC_CHECK = 1
export CORE_UTILIZATION = 50
==> flow/constraint.sdc <==
current_design l2_data_array

set clk_period 4.9
set clk_io_pct 0.2

create_clock -name clk0 -period $clk_period [get_ports {clk}]

set non_clock_inputs [all_inputs -no_clocks]
set_input_delay [expr $clk_period * $clk_io_pct] -clock clk0 $non_clock_inputs
set_output_delay [expr $clk_period * $clk_io_pct] -clock clk0 [all_outputs]
==> impl_metrics.env <==
# flow metrics
export IMPL_outcome="completed"
export IMPL_drt_iter0_drc=2332
export IMPL_crit_arrival_ns=4.14
export IMPL_die_y_um=425
export IMPL_cellLeakagePower_nw=33.4
export IMPL_gp_congestion=0.843
export IMPL_htree_num_levels=4
export IMPL_clkTransAtPathRegs_ns=0.06
export IMPL_netlist_area_um2=89500
export IMPL_ys_chip_area_um2=89500
export IMPL_track_usage_pct=25.8
export IMPL_p_sw_share_pct=20.8
export IMPL_ys_warn_count=1
export IMPL_final_setup_tns_ns=0
export IMPL_critPathCaptureType="flop"
export IMPL_slew_headroom_pct=30.3
export IMPL_rr_endpoint="_dataout[172]"
export IMPL_cp_depth=5
export IMPL_ys_ff=2304
export IMPL_crit_path_start="windex[0]"
export IMPL_cp_required_ns=5.50
export IMPL_setup_slack_ns=1.36
export IMPL_wl_um=202000
export IMPL_crit_path_top_delay_cell="xnor2_2"
export IMPL_design_core_area_um2=177000
export IMPL_num_rows=154
export IMPL_chipArea_um2=181000
export IMPL_cp_start_kind="primary input"
export IMPL_final_util_pct=59.3
export IMPL_layout_drive_gt1_share_pct=30.4
export IMPL_cts_made_buffers=231
export IMPL_root_buffer="clkbuf_16"
export IMPL_cts_tree="built"
export IMPL_r2r_setup_slack_ns=3.22
export IMPL_slowest_delay_ns=0.89
export IMPL_post_cts_buffers=0
export IMPL_whs_ns=0.661
export IMPL_drc_errors=0
export IMPL_worst_r2r_path_depth=3
export IMPL_final_period_utilization_pct=72.3
export IMPL_grt_pass1_wl_um=296000
export IMPL_grt_pass1_vias=44508
export IMPL_via_per_inst=5.75
export IMPL_switchingPower_mw=8.86
export IMPL_slew_viol_final=0
export IMPL_ys_cells=3807
export IMPL_cts_num_sinks=2304
export IMPL_synth_area_per_cell_um2=23.5
export IMPL_max_slew_worst_pin_slew_ns=1.04
export IMPL_port_buffers=551
export IMPL_grt_max_degree=83
export IMPL_post_dp_hpwl_um=123000
export IMPL_rsz0062_at_grt="no"
export IMPL_antenna_found_initial=52
export IMPL_reg2reg_from="data[7][172]"
export IMPL_overflow=0
export IMPL_skew_ns=0.0343
export IMPL_critical_path_top_delay_family="buffers and inverters"
export IMPL_irDropWorstVdd_mv=0.320
export IMPL_area_growth_pct=17.2
export IMPL_pin_count=552
export IMPL_path_max_fanout=11
export IMPL_worstSetupPathType="in -> reg"
export IMPL_synth_cells=3807
export IMPL_max_freq_ghz=0.282
export IMPL_routedWlPerCell_um=28.8
export IMPL_p_comb_share_pct=6.8
export IMPL_via_count=40289
export IMPL_setup_violations=0
export IMPL_clk_latency_ns=0.86
export IMPL_place_ws_ns=0.487
export IMPL_cts_max_path_buffers=3
export IMPL_cts_repair_resized=0
export IMPL_antenna_left=0
export IMPL_cts_hold_buf=0
export IMPL_powerDensity_nw_per_um2=407
export IMPL_hold_violations=0
export IMPL_die_x_um=425
export IMPL_drtPass1Iterations=5
export IMPL_warnings=26
export IMPL_crit_chain="clkdlybuf4s50_1, xnor2_2, buf_4, nand4_1, mux2_2"
export IMPL_drv_cap=0
export IMPL_synth_distinct_cells=17
export IMPL_min_path_type="in -> reg"
export IMPL_yosysSeqAreaShare_pct=77.3
export IMPL_p_clk_share_pct=39.8
export IMPL_cellInternalPower_mw=33.8
export IMPL_cp_num_buf_inv=2
export IMPL_fp_util_pct=50.6
export IMPL_min_period_ns=3.54
export IMPL_crit_end="_dataout[113]"
export IMPL_p_seq_share_pct=53.5
-- per-stage QoR --
| step | cell area (µm²) | instances | total power, mW |
|---|---|---|---|
| CTS | 105000 | 6993 | 43.1 |
| global route | 105000 | 7001 | 44.0 |
| detailed placement | 97500 | 6572 | 26.2 |
| finish | 105000 | 7008 | 42.6 |
| floorplan | 89500 | 3807 | 24.5 |
| global placement | 97500 | 6572 | 26.1 |
-- cell usage after synthesis --
library cell | count | area share [%]
mux2_2 | 512 | 6.4
nor3b_1 | 3 | 0.025
buf_6 | 53 | 0.67
and3_1 | 1 | 0.0070
clkbuf_1 | 94 | 0.39
xnor2_1 | 2 | 0.020
and2_1 | 256 | 1.8
nand4_1 | 32 | 0.22
nor2_1 | 1 | 0.0042
buf_1 | 12 | 0.050
nor3_1 | 1 | 0.0056
edfxtp_1 | 2304 | 77
nand2_1 | 1 | 0.0042
buf_2 | 20 | 0.11
mux4_2 | 512 | 13
xnor2_2 | 1 | 0.018
and3b_1 | 2 | 0.020
-- cell families after synthesis --
group | share of synthesized area [%]
buffers and inverters | 1.22
and+or+nand+nor | 2.08
DFF | 77.3
muxes | 19.3
xor gates and xnor gates | 0.0378
-- area by class of cell --
cell class | count | area, µm²
diodes | 15 | 37.5
clock buffers | 273 | 5960
repair buffers | 604 | 6170
multi-input cells | 1324 | 19300
flip-flops and latches | 2304 | 69200
well taps | 2340 | 2930
fillers | 12398 | 72000
clock inverters | 148 | 1340
-- layout by cell type, fill, tap and decap left out, types with 2 or more instances in the layout --
cell             instances
and2_1                 256
and3b_4                  2
buf_12                  19
buf_4                   34
buf_8                    4
bufinv_16               20
clkbuf_1                41
clkbuf_16              232
clkdlybuf4s50_1        547
clkinv_1                57
clkinv_2                50
clkinv_8                 8
clkinvlp_4               4
diode_2                 15
edfxtp_1              2304
inv_6                    6
mux2_2                 512
mux4_2                 512
nand4_1                 32
nor3b_2                  3
xnor2_2                  2
-- how the worst min path moves through the flow --
stage,cells past startpoint,to,from
6_report,1,_dataout[191],read
5_1_grt,1,_dataout[191],read
4_1_cts,1,_dataout[195],read
-- per-layer routing --
| layer | up-vias | share of wire (%) | wire, µm | GRT usage (%) |
|---|---|---|---|---|
| met3 | 379 | 11 | 21800 | 12.1 |
| li1 | 17442 | - | - | - |
| met5 | - | 0.24 | 495 | 1.01 |
| met1 | 20616 | 34 | 69400 | 38.0 |
| met2 | 1804 | 52 | 105000 | 39.4 |
| met4 | 48 | 2.9 | 5840 | 6.24 |
-- state kept, by name, summed over array words and instances (netlist names) --
| name | cells |
|---|---|
| data | 2048 |
| _dataout | 256 |
-- power by group through the flow --
stage                 clock network (mW)  logic [mW]  registers [mW]
final                               17.0        2.89            22.8
after CTS                           17.3        2.95            22.8
after global routing                18.1        3.12            22.9
Power figures rest on the tool's default switching activity, not on a simulated workload.
