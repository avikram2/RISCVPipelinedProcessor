==> design/flow/design.v <==
interface rvfi_itf(input clk, input rst);
    logic halt;
    logic commit;
    logic [63:0] order;
    logic [31:0] inst;
    logic trap;
    logic [4:0] rs1_addr;
    logic [4:0] rs2_addr;
    logic [31:0] rs1_rdata;
    logic [31:0] rs2_rdata;
    logic load_regfile;
    logic [4:0] rd_addr;
    logic [31:0] rd_wdata;
    logic [31:0] pc_rdata;
    logic [31:0] pc_wdata;
    logic [31:0] mem_addr;
    logic [3:0] mem_rmask;
    logic [3:0] mem_wmask;
    logic [31:0] mem_rdata;
    logic [31:0] mem_wdata;
    logic [15:0] errcode;
endinterface
package cache_mux_types;
typedef enum bit [1:0] {
    no_write          = 2'b00
    ,cpu_write_cache  = 2'b01
    ,mem_write_cache  = 2'b10
} dataarraymux_sel_t;
typedef enum bit {
    cache_read_mem = 1'b0
    ,cache_write_mem = 1'b1
} pmemaddressmux_sel_t;
typedef enum bit {
    curr_cpu_address = 1'b0
    ,prev_cpu_address = 1'b1
} paddressmux_sel_t;
endpackage : cache_mux_types
package pcmux;
typedef enum bit [2:0] {
    pc_plus4  = 3'b000
    ,adder_out  = 3'b001
    ,adder_mod2 = 3'b010
    ,btb_out    = 3'b011
    ,if_id_out_pc_plus4 = 3'b100
} pcmux_sel_t;
endpackage
package marmux;
typedef enum bit {
    pc_out   = 1'b0
    ,alu_out = 1'b1
} marmux_sel_t;
endpackage
package cmpmux;
typedef enum bit {
    rs2_out = 1'b0
    ,imm    = 1'b1
} cmpmux_sel_t;
endpackage
package alumux;
typedef enum bit {
    rs1_out = 1'b0
    ,pc_out = 1'b1
} alumux1_sel_t;
typedef enum bit {
    imm      = 1'b0
    ,rs2_out = 1'b1
} alumux2_sel_t;
endpackage
package regfilemux;
typedef enum bit [2:0] {
    alu_out   = 3'b000
    ,br_en    = 3'b001
    ,imm      = 3'b010
    ,load     = 3'b011
    ,pc_plus4 = 3'b100
} regfilemux_sel_t;
endpackage
package targetaddressmux;
typedef enum bit {
    pc       = 1'b0
    ,rs1_out = 1'b1
} targetaddressmux_sel_t;
endpackage
package idforwardamux;
typedef enum bit [2:0] {
    no_forward          = 3'b000  
    ,ex_br_en           = 3'b001  
    ,ex_imm             = 3'b010  
    ,mem_pc_plus4       = 3'b011  
    ,mem_alu_out        = 3'b100  
    ,mem_imm            = 3'b101  
} idforwardamux_sel_t;
endpackage
package idforwardbmux;
typedef enum bit [2:0] {
    no_forward          = 3'b000
    ,ex_br_en           = 3'b001
    ,ex_imm             = 3'b010
    ,mem_pc_plus4       = 3'b011
    ,mem_alu_out        = 3'b100
    ,mem_imm            = 3'b101
} idforwardbmux_sel_t;
endpackage
package exforwardamux;
typedef enum bit [2:0] {
    no_forward             = 3'b000 
    ,mem_alu_out           = 3'b001 
    ,mem_imm               = 3'b010 
    ,wb_regfile_MUX_out    = 3'b011
    ,mem_br_en             = 3'b100
} exforwardamux_sel_t;
endpackage 
package exforwardbmux;
typedef enum bit [2:0] {
    no_forward             = 3'b000 
    ,mem_alu_out           = 3'b001 
    ,mem_imm               = 3'b010 
    ,wb_regfile_MUX_out    = 3'b011
    ,mem_br_en             = 3'b100
} exforwardbmux_sel_t;
endpackage
package wbmemforwardmux;
typedef enum bit {
    no_forward          = 1'b0
    ,regfile_MUX_out    = 1'b1
} wbmemforwardmux_sel_t;
endpackage
package arbiteraddressmux;
typedef enum bit {
    d_cache          = 1'b0
    ,i_cache         = 1'b1
} arbiteraddressmux_sel_t;
endpackage
package tournamentmux;
typedef enum bit {
    local_pred           = 1'b0
    ,global_pred         = 1'b1
} tournamentmux_sel_t;
endpackage
module array #(parameter width = 1)
(
  input clk,
  input rst,
  input logic load,
  input logic [2:0] rindex,
  input logic [2:0] windex,
  input logic [width-1:0] datain,
  output logic [width-1:0] dataout
);
logic [width-1:0] data [8];
always_comb begin
  dataout = (load  & (rindex == windex)) ? datain : data[rindex];
end
always_ff @(posedge clk)
begin
    if(rst)
    begin
      for (int i = 0; i < 8; ++i)
        data[i] <= '0;
    end
    else if(load)
        data[windex] <= datain;
end
endmodule : array
module cache (
  input clk,
  input rst,
  input logic pmem_resp,
  input logic [255:0] pmem_rdata,
  output logic [31:0] pmem_address,
  output logic [255:0] pmem_wdata,
  output logic pmem_read,
  output logic pmem_write,
  input logic mem_read,
  input logic mem_write,
  input logic [3:0] mem_byte_enable_cpu,
  input logic [31:0] mem_address,
  input logic [31:0] mem_wdata_cpu,
  output logic mem_resp,
  output logic [31:0] mem_rdata_cpu
);
logic tag_load;
logic valid_load;
logic dirty_load;
logic dirty_in;
logic dirty_out;
logic hit;
logic [1:0] writing;
logic [255:0] mem_wdata;
logic [255:0] mem_rdata;
logic [31:0] mem_byte_enable;
cache_control control(.*);
cache_datapath datapath(.*);
line_adapter bus (
    .mem_wdata_line(mem_wdata),
    .mem_rdata_line(mem_rdata),
    .mem_wdata(mem_wdata_cpu),
    .mem_rdata(mem_rdata_cpu),
    .mem_byte_enable(mem_byte_enable_cpu),
    .mem_byte_enable_line(mem_byte_enable),
    .address(mem_address)
);
endmodule : cache
module cache_control (
  input clk,
  input rst,
  input  logic mem_read,
	input  logic mem_write,
	output logic mem_resp,
  input  logic pmem_resp,
	output logic pmem_read,
	output logic pmem_write,
  output logic tag_load,
  output logic valid_load,
  output logic dirty_load,
  output logic dirty_in,
  input logic dirty_out,
  input logic hit,
  output logic [1:0] writing
);
enum int unsigned
{
  check_hit,
	read_mem
} state, next_state;
always_comb begin : state_actions
  tag_load = 1'b0;
  valid_load = 1'b0;
  dirty_load = 1'b0;
  dirty_in = 1'b0;
  writing = 2'b11;
	mem_resp = 1'b0;
	pmem_write = 1'b0;
	pmem_read = 1'b0;
	case(state)
    check_hit: begin
      if (mem_read || mem_write) begin
        if (hit) begin
          mem_resp = 1'b1;
          if (mem_write) begin
            dirty_load = 1'b1;
            dirty_in = 1'b1;
            writing = 2'b01;
          end
        end else begin
          if (dirty_out)
            pmem_write = 1'b1;
        end
      end
    end
    read_mem: begin
      pmem_read = 1'b1;
      writing = 2'b00;
      if (pmem_resp) begin
        tag_load = 1'b1;
        valid_load = 1'b1;
      end
        dirty_load = 1'b1;
        dirty_in = 1'b0;
    end
	endcase
end
always_comb begin : next_state_logic
	next_state = state;
	case(state)
    check_hit: begin
      if ((mem_read || mem_write) && !hit) begin
        if (dirty_out) begin
          if (pmem_resp)
            next_state = read_mem;
        end else begin
          next_state = read_mem;
		  end
      end
    end
    read_mem: begin
      if (pmem_resp)
        next_state = check_hit;
    end
	endcase
end
always_ff @(posedge clk) begin: next_state_assignment
  if(rst)
    state <= check_hit;
  else
    state <= next_state;
end
endmodule : cache_control
module cache_datapath (
  input clk,
  input rst,
  input logic  [31:0]  mem_byte_enable,
  input logic  [31:0]  mem_address,
  input logic  [255:0] mem_wdata,
  output logic [255:0] mem_rdata,
  input  logic [255:0] pmem_rdata,
  output logic [255:0] pmem_wdata,
  output logic [31:0]  pmem_address,
  input logic tag_load,
  input logic valid_load,
  input logic dirty_load,
  input logic dirty_in,
  output logic dirty_out,
  output logic hit,
  input logic [1:0] writing
);
logic [255:0] line_in, line_out;
logic [23:0] address_tag, tag_out;
logic [2:0]  index;
logic [31:0] mask;
logic valid_out;
always_comb begin
  address_tag = mem_address[31:8];
  index = mem_address[7:5];
  hit = valid_out && (tag_out == address_tag);
  pmem_address = (dirty_out) ? {tag_out, mem_address[7:0]} : mem_address;
  mem_rdata = line_out;
  pmem_wdata = line_out;
  case(writing)
    2'b00: begin  
      mask = 32'hFFFFFFFF;
      line_in = pmem_rdata;
    end
    2'b01: begin  
      mask = mem_byte_enable;
      line_in = mem_wdata;
    end
    default: begin  
      mask = 32'b0;
      line_in = mem_wdata;
    end
	endcase
end
data_array DM_cache (clk, rst, mask, index, index, line_in, line_out);
array #(24) tag (clk, rst, tag_load, index, index, address_tag, tag_out);
array #(1) valid (clk, rst, valid_load, index, index, 1'b1, valid_out);
array #(1) dirty (clk, rst, dirty_load, index, index, dirty_in, dirty_out);
endmodule : cache_datapath
module data_array (
  input clk,
  input rst,
  input logic [31:0] write_en,
  input logic [2:0] rindex,
  input logic [2:0] windex,
  input logic [255:0] datain,
  output logic [255:0] dataout
);
logic [255:0] data [8];
always_comb begin
  for (int i = 0; i < 32; i++) begin
      dataout[8*i +: 8] = (write_en[i] & (rindex == windex)) ? datain[8*i +: 8] : data[rindex][8*i +: 8];
  end
end
always_ff @(posedge clk) begin
    if(rst)
    begin
      for (int i = 0; i < 8; ++i)
        data[i] <= '0;
    end
    else
    begin
      for (int i = 0; i < 32; i++) begin
        data[windex][8*i +: 8] <= write_en[i] ? datain[8*i +: 8] : data[windex][8*i +: 8];
      end
    end
end
endmodule : data_array
module line_adapter (
  output logic [255:0] mem_wdata_line,
  input logic [255:0] mem_rdata_line,
  input logic [31:0] mem_wdata,
  output logic [31:0] mem_rdata,
  input logic [3:0] mem_byte_enable,
  output logic [31:0] mem_byte_enable_line,
  input logic [31:0] address
);
assign mem_wdata_line = {8{mem_wdata}};
assign mem_rdata = mem_rdata_line[(32*address[4:2]) +: 32];
assign mem_byte_enable_line = {28'h0, mem_byte_enable} << (address[4:2]*4);
endmodule : line_adapter
==> design/flow/run.sh <==
#!/bin/bash
# OpenROAD 26Q1-2900-gdf79404cd8, Yosys 0.63+post, stock flow scripts
make -C /OpenROAD-flow-scripts/flow DESIGN_CONFIG=/design/flow/config.mk WORK_HOME=/design/flow/orfs finish
==> design/flow/config.mk <==
export PLATFORM = sky130hd
export DESIGN_NAME = cache
export DESIGN_NICKNAME = cache
export VERILOG_FILES = /design/flow/design.v
export SDC_FILE = /design/flow/constraint.sdc
export NUM_CORES = 4
export LEC_CHECK = 1
export CORE_UTILIZATION = 40
==> design/flow/constraint.sdc <==
current_design cache

set clk_period 45.9
set clk_io_pct 0.2

create_clock -name clk0 -period $clk_period [get_ports {clk}]

set non_clock_inputs [all_inputs -no_clocks]
set_input_delay [expr $clk_period * $clk_io_pct] -clock clk0 $non_clock_inputs
set_output_delay [expr $clk_period * $clk_io_pct] -clock clk0 [all_outputs]
==> Table 3: Implementation characteristics <==
Physical implementation characteristics

Parameter                              Value

Timing
  Unrepaired setup endpoints after global routing    false
  Total Negative Setup Slacks    0 ps
  Worst slew pin tran    1481 ps
  Worst clock skew    108.2 ps
  Max-slew violations    0
  Maximum achievable frequency    37.48 MHz
  Final Setup Violations    0
  Max-slew headroom    0.8889%
  Hold Fails Final Rpt    0
  Fin crit period    26680 ps
  Period utilization    58.12%

Yosys
  Multiplexer fraction of the synthesized cell area    6.467%
  Simple-Gate Area Share    12.96%
  Post-synth EDFFs    2248
  Post-synthesis sequential element count    2258
  Cell area after synthesis    105000 µm²
  Most repeated cell in the gate-level netlist after synthesis    sky130_fd_sc_hd__nor2_1
  Warnings from Yosys    5
  Share of the yosys chip area belonging to registers    64.50%
  Dominant cell area share    64.31%
  Async SR Flop Fraction    0%
  Compound-gate portion of the synthesized area    11.56%
  Share of synthesized cell area in full adder, half adder and majority cells    0%
  Number of distinct library cell variants in the gate-level netlist after synthesis    105
  Top area cells in the synthesized netlist    sky130_fd_sc_hd__edfxtp_1, sky130_fd_sc_hd__nor2_1, sky130_fd_sc_hd__mux2i_1
  Mean area per synthesized cell    11.85 µm²
  Chip area in the Yosys report    105000 µm²
  Synthesized netlist cell count    8856
  Xor/xnor cell area share of the yosys netlist    0.05840%
  Most used flip-flop cell after synthesis    sky130_fd_sc_hd__edfxtp_1
  Yosys Instances    8856
  Main logic family    simple AND/OR/NAND/NOR gates
  Cell taking the most area after synthesis    sky130_fd_sc_hd__edfxtp_1
  Commonest cells in the synthesized netlist    sky130_fd_sc_hd__nor2_1, sky130_fd_sc_hd__edfxtp_1, sky130_fd_sc_hd__clkbuf_1

Worst setup path
  Chain of cells forming the critical path    buf_8 -> buf_4 -> buf_4 -> and3b_4 -> buf_4 -> a221o_1 -> a211oi_2 -> a22oi_1 -> o21ai_0 -> and4b_1 -> nand4_4 -> nor2_1 -> a311oi_1 -> a222oi_1 -> buf_4 -> and4b_1 -> clkdlybuf4s50_1
  Worst Path Class, Setup    in -> out
  Slowest cell on crit path    sky130_fd_sc_hd__a222oi_1
  Critical path's top delay family    buffers and inverters
  Worst path bufs/invs    6
  Data required time at the worst endpoint    36720 ps
  Worst path arrival time    17500 ps
  Worst Setup End Kind    primary output
  Worst-path maximum fanout    74
  CP peak stage delay    1260 ps
  Startpoint kind of the worst setup timing path    input pin
  Cell seen most often among critical-path stages    sky130_fd_sc_hd__buf_4

CTS
  Hold bufs inserted after CTS    0
  Resized cells post-CTS    0
  Post-CTS Setup Inserts    0
  Number of buffers created by CTS    235
  Clock tree from TritonCTS    done
  Skew-Pair Late Insertion Delay    930 ps
  Buffer cell driving the clock tree root    sky130_fd_sc_hd__clkbuf_16
  Htree depth    4
  Worst-case clock buffer depth    3
  CTS sink cnt    2258
  Clk slew on worst S/H paths    60 ps

Power
  Cell area power density    41.78 nW/µm²
  Maximum VDD drop    0.04320 mV
  Leakage power figure    0.04677 µW

Worst hold path
  HP Class    reg -> reg

Die
  Cell Rows    187
  Area of the chip    264500 µm²
  Die span in y    514.3 µm
  Core ar.    260200 µm²
  Fraction of the core area occupied by cells at floorplan    40.35%
  Count of pins on the block boundary    652
  Die Wd    514.3 µm

Placed design
  Port buffer count    647
  Gp weighted congestion    1.071
  Cell count after placement    12.60k
  Detailed placement HPWL    318600 µm

Route
  Drt initial violations    7968
  DR vias    83.12k
  Total DRC errors in the routed layout    0
  Via-per-instance ratio    6.352
  Detailed-route wire length    503800 µm
  Residual antenna-violating net count after detailed routing    0
  First-pass iteration count of the detailed router    8
  WL/cell    38.50 µm

Status
  Result of the run    complete, no violations

Cells and area
  Final core area utilization    47.58%
  Layout Cells excl Fill    13.09k
  Area grow syn2layout    17.92%
  Ratio of cells with drive above 1 in the final layout    12.64%

GRT
  Initial antenna violation count    62
  Largest net degree at the start of global routing    96
  All-Layer GR Usage    40.82%
  Via count of the first global-routing pass    82.32k
  Total overflow reported by the global router    0
  Wire length of the first global-routing pass    680100 µm

Flow run
  Total tool warning count    27
  Max-Cap Viols    0
## power by group
part           switching [µW]  total, µW  internal, µW
logic                     597        845           248
clock network             838       1920          1080
registers                26.0       2410          2380
total                    1460       5170          3710
## stage by stage
step / worst slack, ps / hold slack [ps] / instance area [µm²] / power, µW
global placement: 19770 / 444.4 / 116000 / 3249
floorplan: 24300 / 436.3 / 105000 / 2797
finish: 19220 / 462.5 / 123800 / 5172
detailed placement: 19940 / 453.9 / 116000 / 3253
global route: 19420 / 481.4 / 123700 / 5267
CTS: 19850 / 462.5 / 123600 / 5133
## tightest hold or removal path, cell delays in order, from the launching register on
cell	delay (ps)
sky130_fd_sc_hd__dfxtp_1	310
sky130_fd_sc_hd__inv_1	50
sky130_fd_sc_hd__o22ai_1	60
## state kept, by name (all words and copies together), names as in the netlist
| signal | cells |
|---|---|
| control.state | 2 |
| datapath.tag.data | 192 |
| datapath.DM_cache.data | 2048 |
| datapath.valid.data | 8 |
| datapath.dirty.data | 8 |
## path summary, 6_finish.rpt
check / startpoint / to / slack [ps] / cells after the start
worst max-delay path: mem_address[5] / mem_rdata_cpu[29] / 19220 / 17
worst min-delay path: datapath.valid.data[0]$_DFF_P_ / datapath.valid.data[0]$_DFF_P_ / 460 / 2
worst max register to register: control.state[1]$_DFF_P_ / datapath.DM_cache.data[7][31]$_SDFFCE_PN0P_ / 39820 / 14
worst min register to register: datapath.valid.data[0]$_DFF_P_ / datapath.valid.data[0]$_DFF_P_ / 460 / 2
## per-layer routing
metal	track usage, %	wire, µm
met1	41.86	145400
met2	52.54	204800
met3	34.31	101000
met4	30.48	49570
met5	10.14	2983
## kinds of logic after synthesis
kind of cell           after synthesis
AND-OR/OR-AND                     1631
XOR/XNOR                             7
buffers and inverters             1130
flip-flops                        2258
multiplexers                       590
AND/OR/NAND/NOR                   3240
## final cells by class
class / instances / area, µm²
timing repair buffer: 1084 / 9917
multi-input combinational: 5468 / 32920
clock buffer: 287 / 6107
antenna: 52 / 130.1
inverter: 291 / 1107
fill: 22437 / 136400
sequential: 2258 / 67700
tap: 3496 / 4374
clock inverter: 150 / 1518
## cell usage in the layout, fill, tap and decap left out, drive strengths merged, types with 47 or more instances in the layout
master	instances
mux4	47
o221ai	73
clkinv	117
o22ai	48
nor2	2380
a21oi	305
inv	295
a211oi	62
clkdlybuf4s50	640
mux2	199
a22o	67
and3	213
edfxtp	2248
nand2	313
clkbuf	287
diode	52
o21ai	232
a221o	60
a221oi	262
nand3	103
mux2i	344
buf	444
nor3	62
a22oi	254
Power figures rest on the tool's default switching activity, not on a simulated workload.
