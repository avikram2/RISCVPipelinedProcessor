**flow/run.sh**
```bash
#!/bin/bash
# OpenROAD 26Q1-2900-gdf79404cd8, Yosys 0.63+post, stock flow scripts
make -C /OpenROAD-flow-scripts/flow DESIGN_CONFIG=/design/flow/config.mk WORK_HOME=/design/flow/orfs finish
```
**flow/config.mk**
```make
export PLATFORM = sky130hd
export DESIGN_NAME = regfile
export DESIGN_NICKNAME = regfile
export VERILOG_FILES = /design/flow/design.v
export SDC_FILE = /design/flow/constraint.sdc
export NUM_CORES = 4
export LEC_CHECK = 1
export CORE_UTILIZATION = 40
```
**flow/design.v**
```verilog
interface rvfi_itf(input clk, input rst);
    logic halt;
    logic commit;
    logic [63:0] order;
    logic [31:0] inst;
    logic trap;
    logic [4:0] rs1_addr;
    logic [4:0] rs2_addr;
    logic [31:0] rs1_rdata;
    logic [31:0] rs2_rdata;
    logic load_regfile;
    logic [4:0] rd_addr;
    logic [31:0] rd_wdata;
    logic [31:0] pc_rdata;
    logic [31:0] pc_wdata;
    logic [31:0] mem_addr;
    logic [3:0] mem_rmask;
    logic [3:0] mem_wmask;
    logic [31:0] mem_rdata;
    logic [31:0] mem_wdata;
    logic [15:0] errcode;
endinterface
package cache_mux_types;
typedef enum bit [1:0] {
    no_write          = 2'b00
    ,cpu_write_cache  = 2'b01
    ,mem_write_cache  = 2'b10
} dataarraymux_sel_t;
typedef enum bit {
    cache_read_mem = 1'b0
    ,cache_write_mem = 1'b1
} pmemaddressmux_sel_t;
typedef enum bit {
    curr_cpu_address = 1'b0
    ,prev_cpu_address = 1'b1
} paddressmux_sel_t;
endpackage : cache_mux_types
package pcmux;
typedef enum bit [2:0] {
    pc_plus4  = 3'b000
    ,adder_out  = 3'b001
    ,adder_mod2 = 3'b010
    ,btb_out    = 3'b011
    ,if_id_out_pc_plus4 = 3'b100
} pcmux_sel_t;
endpackage
package marmux;
typedef enum bit {
    pc_out   = 1'b0
    ,alu_out = 1'b1
} marmux_sel_t;
endpackage
package cmpmux;
typedef enum bit {
    rs2_out = 1'b0
    ,imm    = 1'b1
} cmpmux_sel_t;
endpackage
package alumux;
typedef enum bit {
    rs1_out = 1'b0
    ,pc_out = 1'b1
} alumux1_sel_t;
typedef enum bit {
    imm      = 1'b0
    ,rs2_out = 1'b1
} alumux2_sel_t;
endpackage
package regfilemux;
typedef enum bit [2:0] {
    alu_out   = 3'b000
    ,br_en    = 3'b001
    ,imm      = 3'b010
    ,load     = 3'b011
    ,pc_plus4 = 3'b100
} regfilemux_sel_t;
endpackage
package targetaddressmux;
typedef enum bit {
    pc       = 1'b0
    ,rs1_out = 1'b1
} targetaddressmux_sel_t;
endpackage
package idforwardamux;
typedef enum bit [2:0] {
    no_forward          = 3'b000  
    ,ex_br_en           = 3'b001  
    ,ex_imm             = 3'b010  
    ,mem_pc_plus4       = 3'b011  
    ,mem_alu_out        = 3'b100  
    ,mem_imm            = 3'b101  
} idforwardamux_sel_t;
endpackage
package idforwardbmux;
typedef enum bit [2:0] {
    no_forward          = 3'b000
    ,ex_br_en           = 3'b001
    ,ex_imm             = 3'b010
    ,mem_pc_plus4       = 3'b011
    ,mem_alu_out        = 3'b100
    ,mem_imm            = 3'b101
} idforwardbmux_sel_t;
endpackage
package exforwardamux;
typedef enum bit [2:0] {
    no_forward             = 3'b000 
    ,mem_alu_out           = 3'b001 
    ,mem_imm               = 3'b010 
    ,wb_regfile_MUX_out    = 3'b011
    ,mem_br_en             = 3'b100
} exforwardamux_sel_t;
endpackage 
package exforwardbmux;
typedef enum bit [2:0] {
    no_forward             = 3'b000 
    ,mem_alu_out           = 3'b001 
    ,mem_imm               = 3'b010 
    ,wb_regfile_MUX_out    = 3'b011
    ,mem_br_en             = 3'b100
} exforwardbmux_sel_t;
endpackage
package wbmemforwardmux;
typedef enum bit {
    no_forward          = 1'b0
    ,regfile_MUX_out    = 1'b1
} wbmemforwardmux_sel_t;
endpackage
package arbiteraddressmux;
typedef enum bit {
    d_cache          = 1'b0
    ,i_cache         = 1'b1
} arbiteraddressmux_sel_t;
endpackage
package tournamentmux;
typedef enum bit {
    local_pred           = 1'b0
    ,global_pred         = 1'b1
} tournamentmux_sel_t;
endpackage
module regfile
(
    input clk,
    input rst,
    input load,
    input [31:0] in,
    input [4:0] src_a, src_b, dest,
    output logic [31:0] reg_a, reg_b
);
logic [31:0] data [32];
always_ff @(posedge clk)
begin
    if (rst)
    begin
        for (int i=0; i<32; i=i+1) begin
            data[i] <= '0;
        end
    end
    else if (load && dest)
    begin
        data[dest] <= in;
    end
end
always_comb
begin
    if(src_a == dest && load)  
        reg_a = src_a ? in : '0;
    else
        reg_a = src_a ? data[src_a] : '0;
    if(src_b == dest && load) 
        reg_b = src_b ? in : '0;
    else
        reg_b = src_b ? data[src_b] : '0;
end
endmodule : regfile
```
**flow/constraint.sdc**
```tcl
current_design regfile

set clk_period 18.1
set clk_io_pct 0.2

create_clock -name clk0 -period $clk_period [get_ports {clk}]

set non_clock_inputs [all_inputs -no_clocks]
set_input_delay [expr $clk_period * $clk_io_pct] -clock clk0 $non_clock_inputs
set_output_delay [expr $clk_period * $clk_io_pct] -clock clk0 [all_outputs]
```
==> run_results.csv <==
group,metric,value,unit
routing,dr.pass1.iters,5,
timing,tightestPinTransition,886.9,ps
yosys,synth_flops,1024,
routing,wirelength,188400,um
min_path,hold_path_depth,1,
floorplan,rows,135,
floorplan,die_h,372.4,um
cts,ctsHoldBuffers,0,
run,tool_warnings,27,
yosys,syn_avg_cell_area,15.04,sq um
cts,numCtsBuffers,113,
setup_path,cpPeakStageDelay,720,ps
routing,drc_errors,0,
run,drv_cap,0,
power,seqPwrFrac,48.5,%
yosys,yosys_warnings,1,
final_layout,area_growth_syn_to_layout,12.51,%
timing,fmax,0.08633,GHz
routing,drt-initial-drc-count,2225,
power,internal_power,4.357,mW
setup_path,required,14480,ps
global_routing,antenna_found_initial,4,
yosys,ys_area,54870,sq um
floorplan,ios,114,
timing,setup_tns,0,ps
cts,clockBufferDepth,3,
timing,setup_viol,0,
timing,finalHoldViolCount,0,
final_layout,drive_gt1_share,23.28,%
setup_path,critPathBufInv,5,
routing,num_vias,33710,
setup_path,cpMostUsedCell,"buf_4",
global_routing,overflow,0,
routing,via_per_inst,6.082,
min_path,hold_class,"primary input to flip-flop",
timing,finalCritPeriodShare,64.00,%
power,p_sw,1.425,mW
power,sw_frac_of_total,24.65,%
power,max-vdd-ir-drop,75.12,uV
final_layout,logic_area,22850,sq um
setup_path,startpoint_type,"primary input",
timing,hold_ws,3374,ps
cts,post_cts_buffers,0,
final_layout,largest_reg_flops,1024,
cts,cts_tree,"yes",
routing,wl_per_cell,33.99,um
yosys,ys_seq_share,56.05,%
setup_path,crit_fanout,45,
timing,slew_headroom,40.87,%
floorplan,core,135800,sq um
cts,clkSinkCount,1024,
final_layout,fillCellCount,11630,
floorplan,initial_core_util,40.40,%
power,combPwrFrac,12.5,%
yosys,ys_cells,3649,
yosys,synthCells,3649,
setup_path,crit_family,"buffers and inverters",
placement,port_buffers,113,
setup_path,path_depth,10,
floorplan,chip_area,138600,sq um
yosys,synth_area,54870,sq um
final_layout,reg_top3,"data: 1024 flops",
timing,maxSlewViolCount,0,
cts,cts_root_buf,"clkbuf_16",
power,powerDensity,93.67,nW/um^2
global_routing,grt_pass1_vias,36380,
cts,cts_max_level,3,
final_layout,top_register,"data",
yosys,ys_types,41,
setup_path,endpoint_kind,"output pin",
setup_path,worstPathArrival,7960,ps
timing,period_minus_slack,11580,ps
global_routing,grt_max_degree,79,
floorplan,die_w,372.4,um
placement,dp_hpwl,105600,um
cts,cts_resized,0,
setup_path,crit_type,"primary input to output pin",
placement,place.gp.congestion,0.9049,
global_routing,groute.usage.overall,30.06,%
power,leakagePower,21.28,nW
routing,ant_nets,0,
power,pwr-share-clk,39.1,%
cts,clk_pin_slew,60,ps
setup_path,crit_slowest_cell,"buf_4",
setup_path,crit_chain,"buf_8 -> buf_4 -> buf_4 -> buf_4 -> mux4_2 -> mux2_2 -> a21oi_1 -> o21ai_0 -> a22o_1 -> clkdlybuf4s50_1",
timing,rsz0062_at_grt,"false",
status,status,"completed",
final_layout,flop_area,30750,sq um
global_routing,grt_pass1_wl,265700,um
stage by stage:
step                setup WS, ps  instances  total power, mW  util, %  area [sq um]
floorplan                   9282       3680            3.256        -         54980
global placement            6414       5326            3.562    42.81         58130
detailed placement          6397       5326            3.565    42.81         58130
CTS                         6386       5535            5.810    45.44         61710
global route                6127       5539            5.950    45.45         61720
finish                      6517       5542            5.782    45.46         61730
layout by cell type (no fill, tap or decap), types with 47 or more instances in the layout:
master and count:
mux4_2 448, mux2i_1 226, and2_1 992, a21oi_1 63, o21ai_0 47, buf_4 154, edfxtp_1 1024, clkbuf_16 117
o22ai_1 63, a221oi_1 64, a211oi_1 63, clkdlybuf4s50_1 103
final cells by class:
type | instances | share of cell area, %
sequential | 1024 | 49.81
multi-input combinational | 2254 | 37.01
clock buffer | 139 | 4.877
timing repair buffer | 265 | 3.731
tap | 1781 | 3.610
clock inverter | 70 | 0.9202
antenna | 7 | 0.02838
inverter | 2 | 0.01216
metal layers:
metal	GRT usage (%)	routed length (um)	up-vias
li1	-	-	14180
met1	36.41	61710	16590
met2	42.20	85120	2488
met3	22.53	32920	437
met4	10.11	7934	16
met5	3.986	701	-
final timing paths:
kind	startpoint	to	slack [ps]
worst max-delay path	src_a[0]	reg_a[10]	6520
worst min-delay path	rst	data[0][21]	3370
synth_stat cells:
master     instances  area share (%)
o21ai_0           47            0.43
nor2_1            35            0.24
a211oi_1          63            0.86
a21oi_1           63            0.57
buf_2             82            0.75
o21ai_1           16            0.15
nand2_1            8           0.055
and2_1           993              11
nor3_1             1          0.0091
mux2i_1          226             4.1
a221oi_1          64             1.0
mux4_2           448              18
a211o_1           32            0.51
or3b_2             2           0.032
nand4_1            1           0.011
or4_1              1           0.014
conb_1             1          0.0068
buf_1             24            0.16
o31ai_1            1           0.014
or3_1              1           0.011
buf_6              5            0.10
a22oi_1           33            0.45
nand3_1            4           0.036
edfxtp_1        1024              56
xnor2_1           10            0.16
a22o_1            30            0.48
nand3b_1           8            0.11
nor4b_2            1           0.027
clkbuf_1         278             1.9
or2_2             32            0.36
a32o_1             1           0.018
nor4_1             1           0.011
mux2_2            30            0.62
o21bai_1           1           0.014
nor2b_1            3           0.034
nand4bb_1          1           0.021
inv_1              2           0.014
buf_4             11            0.15
o311ai_2           1           0.030
a31oi_1            1           0.011
o22ai_1           63            0.72
cells by family after synthesis:
kind of cell              Yosys count  synth area share (%)
xor gates and xnor gates           10                0.1596
buffers and inverters             402                 3.081
DFF                              1024                 56.05
other                               1              0.006835
muxes                             704                 23.13
AOI/OAI and AO/OA                 416                 5.279
and+or+nand+nor                  1092                 12.30
power groups by stage:
stage | Combinational, mW | Clock, mW | Sequential (mW)
after CTS | 0.720 | 2.29 | 2.80
after global routing | 0.758 | 2.37 | 2.82
final | 0.720 | 2.26 | 2.80
Power is estimated from default activity; no workload was simulated.
